==> design.v <==
module control
	(
		input resetn,
		input clk,
		input go,  
		input start,
		input updating,
		output reg ld_notes,
		output reg erase_notes,
		output reg draw_board,
		output reg draw_notes1,
		output reg draw_notes2,
		output reg draw_notes3,
		output reg draw_notes4,
		output reg check_notes,
		output reg playerEN,
		output reg initialize,
		output reg plot
	);
	reg [3:0] current_state;
	reg [3:0] next_state;
	localparam			GAME_START = 4'd0,
							INITIALIZE_SONG = 4'd1,
							LOAD_NOTES = 4'd2,
							ERASE_NOTES = 4'd3,
							DRAW_BOARD = 4'd4,
							DRAW_NOTES1 = 4'd5,
							DRAW_NOTES2 = 4'd6,
							DRAW_NOTES3 = 4'd7,
							DRAW_NOTES4 = 4'd8,
							CHECK_NOTES = 4'd9,
							PLAYER_GO = 4'd10,
							PLAYER_GO_WAIT = 4'd11;
	always @(*)
	begin: state_table
		case(current_state)
			GAME_START: next_state = start ? INITIALIZE_SONG : GAME_START;
			INITIALIZE_SONG: next_state = LOAD_NOTES;
			LOAD_NOTES: next_state = DRAW_BOARD;
			ERASE_NOTES: next_state = updating ? ERASE_NOTES : DRAW_BOARD;
			DRAW_BOARD: next_state = updating ? DRAW_BOARD : DRAW_NOTES1;
			DRAW_NOTES1: next_state = updating ? DRAW_NOTES1 : DRAW_NOTES2;
			DRAW_NOTES2: next_state = updating ? DRAW_NOTES2 : DRAW_NOTES3;
			DRAW_NOTES3: next_state = updating ? DRAW_NOTES3 : DRAW_NOTES4;
			DRAW_NOTES4: next_state = updating ? DRAW_NOTES4 : CHECK_NOTES;
			CHECK_NOTES: next_state = PLAYER_GO;
			PLAYER_GO: next_state = go ? LOAD_NOTES : PLAYER_GO;
			PLAYER_GO_WAIT: next_state = go ? PLAYER_GO_WAIT : LOAD_NOTES;
		endcase
	end
	always @(*)
	begin
		ld_notes = 1'b0;
		erase_notes = 1'b0;
		draw_board = 1'b0;
		draw_notes1 = 1'b0;
		draw_notes2 = 1'b0;
		draw_notes3 = 1'b0;
		draw_notes4 = 1'b0;
		check_notes = 1'b0;
		initialize = 1'b0;
		playerEN = 1'b0;
		plot = 1'b0;
		case(current_state)
			INITIALIZE_SONG: begin
				initialize = 1'b1;
				draw_board = 1'b0;
			end
			LOAD_NOTES: begin
				ld_notes = 1'b1;
				draw_board = 1'b0;
			end
			ERASE_NOTES: begin
				draw_board = 1'b0;
				erase_notes = 1'b1;
				plot = 1'b1;
			end
			DRAW_BOARD: begin
				draw_board = 1'b1;
				plot = 1'b1;
			end
			DRAW_NOTES1: begin
				draw_notes1 = 1'b1;
				plot = 1'b1;
			end
			DRAW_NOTES2: begin
				draw_notes2 = 1'b1;
				plot = 1'b1;
			end
			DRAW_NOTES3: begin
				draw_notes3 = 1'b1;
				plot = 1'b1;
			end
			DRAW_NOTES4: begin
				draw_notes4 = 1'b1;
				plot = 1'b1;
			end
			CHECK_NOTES: begin
				check_notes = 1'b1;
			end
			PLAYER_GO: begin
				draw_board = 1'b0;
				playerEN = 1'b1;
			end
			PLAYER_GO_WAIT: begin
				playerEN = 1'b1;
			end
		endcase
	end
	always @(posedge clk)
	begin: state_FFs
		if(!resetn)
			current_state <= GAME_START;
		else
			current_state <= next_state;
	end
endmodule
==> run.sh <==
#!/bin/bash
# OpenROAD 26Q1-2900-gdf79404cd8, Yosys 0.63+post, stock flow scripts
make -C /OpenROAD-flow-scripts/flow DESIGN_CONFIG=/design/flow/config.mk WORK_HOME=/design/flow/orfs finish
==> config.mk <==
export PLATFORM = sky130hd
export DESIGN_NAME = control
export DESIGN_NICKNAME = control
export VERILOG_FILES = /design/flow/design.v
export SDC_FILE = /design/flow/constraint.sdc
export NUM_CORES = 4
export LEC_CHECK = 1
export CORE_AREA = 10 10 81 81
export DIE_AREA = 0 0 91 91
==> constraint.sdc <==
current_design control

set clk_period 1.0
set clk_io_pct 0.2

create_clock -name clk0 -period $clk_period [get_ports {clk}]

set non_clock_inputs [all_inputs -no_clocks]
set_input_delay [expr $clk_period * $clk_io_pct] -clock clk0 $non_clock_inputs
set_output_delay [expr $clk_period * $clk_io_pct] -clock clk0 [all_outputs]
==> results_dict.tcl <==
# flow metrics
set metrics [dict create \
    outcome "finished, final reports clean" \
    place_inst 154 \
    critical_path_class "reg -> out" \
    synth.top_cells.by_area "dfxtp_1 (45%), dlxtn_1 (8.9%), nand2_1 (3.3%), nor2_1 (3.3%), o21ai_0 (3.0%)" \
    hpwlAfterDp_um 1150 \
    setup_tns_ns 0 \
    setup.worst_path.start "ld_notes$_SDFF_PP0_" \
    max_slew_margin_pct 76.5 \
    avgRoutedWirePerCell_um 9.26 \
    mostFrequentLayoutCell "dfxtp_1" \
    path_cells "dlygate4sd2_1" \
    wl_um 1460 \
    die_width_um 91 \
    diodes 0 \
    synth_flops 19 \
    core_area_um2 4820 \
    crit_path_max_incr_delay_ns 0.31 \
    yosys_warnings 1 \
    cts_setup_buffers 0 \
    syn2layout_area_growth_pct 41.7 \
    holdBufCountCts 0 \
    hold_path.class "in -> reg" \
    min_period_over_period_pct 97.3 \
    drt-initial-drc-count 13 \
    drive_above_1_share_pct 15.4 \
    final_cell_mix "dfxtp_1 (11), dlygate4sd2_1 (10), nor2_1 (6), nand2_1 (6)" \
    die_y_um 91 \
    num_vias 551 \
    htreeDepth 1 \
    required_ns 0.80 \
    pwr-share-clk_pct 42.0 \
    ant_nets 0 \
    fp-utilization_pct 14.0 \
    path_buffers 1 \
    synth_area_um2 674 \
    antenna_found_initial 0 \
    synth_chip_area_um2 674 \
    fmax_mhz 1030 \
    seqPwrFrac_pct 54.4 \
    synth_cell_type_count 29 \
    power.density_nw_per_um2 1160 \
    unclocked_regs 4 \
    cap_violations 0 \
    dieArea_um2 8280 \
    synth_top_cell_by_area "dfxtp_1" \
    port_buffers 15 \
    finalCriticalPeriod_ns 0.973 \
    crit_arrival_ns 0.77 \
    grt_usage_pct 3.56 \
    clk_path_buf_depth 2 \
    cts_root_buf "clkbuf_8" \
    cts_tree "yes" \
    io_pins 16 \
    path_max_fanout 1 \
    rsz0062_at_grt "false" \
    placementRows 25 \
    ys_cells 71 \
    cts_buffers 3 \
    cp-start-kind "flop" \
    untimed_endpoints 4 \
    vias_per_cell 3.49 \
    syn_avg_cell_area_um2 9.50 \
    p_int_w 0.000907 \
    first_pass_iters 4 \
    pre_cts_slack_ns -0.335 \
    clkTransAtPathRegs_ns 0.05 \
    grt_overflow 0 \
    setup_viol 0 \
    p_sw_w 0.000205 \
    finalPower_w 0.00111 \
    warnings 25 \
    worst_slack_ns 0.0268 \
    drc 0 \
    drv_slew 0 \
    final_cell_area_um2 956 \
    endpoint "ld_notes" \
    placed_cell_area_um2 916 \
    gp_congestion 0.720 \
    cp_num_cells 1 \
    leakage_nw 0.411 \
    synth_cells 71 \
    comb_power_share_pct 3.6 \
    synth.top_cell.area_share_pct 44.5 \
    tightest_slew_ns 0.352 \
    grt_pass1_wl_um 2480 \
    ir_worst_vdd_mv 0.382 \
    cpLargestDelayFamily "flip-flops" \
    fin_cells 158 \
    hold_viol 0 \
    grt_pass1_vias 529 \
    worst_path_max_delay_cell "dfxtp_2" \
    switching_share_pct 18.5 \
    grt_max_degree 13 \
    worstSetupEndpointType "primary output" \
]
## layout make-up
| cell class | instances | area, µm² |
|---|---|---|
| Tap cell | 67 | 83.8 |
| Multi-Input combinational cell | 45 | 279 |
| Sequential cell | 19 | 365 |
| Inverter | 4 | 15.0 |
| Fill cell | 544 | 3860 |
| Clock buffer | 4 | 45.0 |
| Timing Repair Buffer | 19 | 168 |
## state kept, by name (all words and copies together) (netlist names)
register       cells
current_state      4
next_state         4
check_notes        1
draw_board         1
draw_notes1        1
draw_notes2        1
draw_notes3        1
draw_notes4        1
erase_notes        1
initialize         1
ld_notes           1
playerEN           1
plot               1
## metrics by stage
stage               utilization (%)  hold WS, ns
global route                   19.8        0.440
floorplan                         -        0.322
finish                         19.8        0.420
global placement               19.0        0.878
CTS                            19.7        0.411
detailed placement             19.0        0.877
## power by group through the flow
stage	Combinational (W)	Clock, W	Sequential (W)
final	0.0000400	0.000467	0.000606
after global routing	0.0000453	0.000514	0.000606
after CTS	0.0000409	0.000487	0.000605
## worst min path at each step
stage | endpoint | slack [ns] | start | cells past startpoint
after CTS | plot$_DFF_P_ | 0.41 | resetn | 2
after global routing | plot$_DFF_P_ | 0.44 | resetn | 2
final | plot$_DFF_P_ | 0.42 | resetn | 2
## logic make-up (layout without fill, tap and decap cells)
family                 Yosys count  after routing  share of synthesized area [%]
flip-flops                      15             15                           44.5
AND-OR/OR-AND                   14             14                           14.1
AND/OR/NAND/NOR                 31             31                           26.9
latches                          4              4                           8.91
buffers and inverters            7             27                           5.56
## synthesized netlist by cell type, drive strengths merged
library cell / instances
a211oi: 1
nor2b: 2
nor4: 2
or4: 1
nor4b: 1
nor3: 1
a21boi: 1
buf: 2
dfxtp: 15
o21ai: 4
o211ai: 1
nand4: 1
dlxtn: 4
o221a: 1
a21oi: 2
clkbuf: 1
nand3b: 2
nor4bb: 1
a31oi: 2
nor3b: 2
nor2: 6
and3b: 1
inv: 4
o32ai: 1
o311a: 1
nand2b: 2
nand2: 6
and2: 3
## routing by layer
metal | track usage (%) | vias to the layer above | routed length (µm)
met5 | 0 | - | 0
met3 | 2.32 | 0 | 157
met4 | 0.131 | 0 | 0
met1 | 4.10 | 242 | 659
li1 | - | 292 | -
met2 | 5.73 | 17 | 645
## timing repair
item	in CTS	in global routing
pin swaps	0	0
setup endpoints to repair	17	2
resized	15	4
Power figures rest on the tool's default switching activity, not on a simulated workload.
