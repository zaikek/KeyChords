[./run.sh]
#!/bin/bash
# OpenROAD 26Q1-2900-gdf79404cd8, Yosys 0.63+post, stock flow scripts
make -C /OpenROAD-flow-scripts/flow DESIGN_CONFIG=/design/flow/config.mk WORK_HOME=/design/flow/orfs finish
[./config.mk]
export PLATFORM = sky130hd
export DESIGN_NAME = refresh_rate_counter
export DESIGN_NICKNAME = refresh_rate_counter
export VERILOG_FILES = /design/flow/design.v
export SDC_FILE = /design/flow/constraint.sdc
export NUM_CORES = 4
export LEC_CHECK = 1
export CORE_AREA = 10 10 91 91
export DIE_AREA = 0 0 101 101
[./constraint.sdc]
current_design refresh_rate_counter

set clk_period 4.4
set clk_io_pct 0.2

create_clock -name clk0 -period $clk_period [get_ports {clk}]

set non_clock_inputs [all_inputs -no_clocks]
set_input_delay [expr $clk_period * $clk_io_pct] -clock clk0 $non_clock_inputs
set_output_delay [expr $clk_period * $clk_io_pct] -clock clk0 [all_outputs]
[./design.v]
module refresh_rate_counter
	(
		input clk,
		input resetn,
		output reg refresh
	);
	reg [19:0] q;  
	always @ (posedge clk, negedge resetn)
	begin
		if (!resetn)
			q <= 20'd833333;
		else if (q == 20'd0) begin  
			q <= 20'd833333;
			refresh <= 1'b1;
		end
		else begin
			q <= q - 20'd1;
			refresh <= 1'b0;
		end
	end
endmodule
module frames_counter
	(
		input clk,
		input refresh,
		input [3:0] speed,
		output reg go
	);
	reg [3:0] q;
	always @ (posedge clk)
	begin
		if (q == 4'd0) begin 
			if(speed == 4'b0001)
				q <= 4'd3;
			else if(speed == 4'b0010)
				q <= 4'd5;
			else if(speed == 4'b0011)
				q <= 4'd10;
			else
				q <= 4'd1;
			go <= 1'b1;
		end
		else if (refresh) begin
			q <= q - 4'd1;
			go <= 1'b0;
			end
		else
			go <= 1'b0;
	end
endmodule
==> flow_summary.json <==
{
  "hold_class": "reg -> reg",
  "setup.worst_path.end_class": "flop",
  "grt_pass1_wl_mm": 3.29,
  "fin_area_mm2": 0.00122,
  "n_antenna_cell": 0,
  "cp_cell_sequence": "or4_1, or3_4, or3_4, inv_2, nor2_1",
  "route.top_layer_used": "met4",
  "drive_gt1_frac": 0.222,
  "maxSlewViolCount": 0,
  "drtPass1Iterations": 5,
  "slew_headroom": 0.534,
  "outcome": "completed",
  "tns_ns": 0,
  "fmax_ghz": 0.472,
  "ios": 3,
  "drc_errors": 0,
  "crit_arrival_ns": 2.27,
  "rows": 29,
  "worstHoldStart": "q[0]",
  "setup-violations-final": 0,
  "ys.flops": 21,
  "finalWirelength_mm": 1.84,
  "dieArea_mm2": 0.0102,
  "leakage_nw": 0.425,
  "grt_start_max_net_pins": 22,
  "power_density_mw_per_mm2": 265,
  "route.met2.wl_um": 664,
  "initCoreUtil": 0.167,
  "ys_types": 33,
  "worst_slew_pin_slew_ns": 0.694,
  "via_per_inst": 3.86,
  "avgSynthCellArea_um2": 10.4,
  "fin_crit_sh": 0.482,
  "tool_warnings": 26,
  "clk_pin_slew_ns": 0.07,
  "whs_ns": 0.465,
  "ys_cells": 102,
  "layout_top_cell": "nand2_1",
  "clock-skew-final_ns": 0.00149,
  "route.met3.wl_um": 98,
  "yosys_area_mm2": 0.00106,
  "cp.depth": 5,
  "async_reset_ff_frac": 0.952,
  "ys_warn_count": 1,
  "finalHoldViolCount": 0,
  "gp_congestion": 0.820,
  "max-vdd-ir-drop_mv": 0.143,
  "ys_seq_frac": 0.515,
  "cts_setup_buffers": 0,
  "timing.rr.end": "q[11]",
  "die_h_um": 101,
  "edf_count": 1,
  "overflow": 0,
  "cp_slowest_cell": "or4_1",
  "ff_type": "dfstp_2",
  "cp-endpoint": "q[11]",
  "syn_inst": 102,
  "worst_setup_path_start_kind": "flop",
  "worst-path-buf-inv": 1,
  "dp_cells": 181,
  "ant_nets": 0,
  "cap_violations": 0,
  "cts_tree": "yes",
  "rr_worst_depth": 5,
  "cts_sinks": 21,
  "pre_cts_slack_ns": 2.30,
  "htreeDepth": 1,
  "critPathKind": "reg -> reg",
  "final_cell_count_no_fill": 185,
  "mostFrequentLayoutCells": "nand2_1 (13), dfstp_2 (12), nor2_1 (11), xor2_1 (8), dfrtp_1 (8)",
  "reg2reg_slack_ns": 2.28,
  "netlist_area_mm2": 0.00106,
  "vias": 715,
  "crit_required_ns": 4.55,
  "wl_met1_mm": 1.06,
  "worstReg2RegStart": "q[3]",
  "core_mm2": 0.00635,
  "worst_slack_ns": 2.28,
  "die-width_um": 101,
  "p_total_uw": 322,
  "critPathTopFamily": "simple AND/OR/NAND/NOR gates",
  "crit_top_cell": "or3_4",
  "clock_latency_ns": 0.25,
  "cts_resized": 0,
  "dr.first_iter.drc_count": 41,
  "io_buffers": 2,
  "drt-wirelength-per-cell_um": 9.92,
  "period_needed_ns": 2.12,
  "cts_hold_buf": 0,
  "grt_pass1_vias": 667,
  "clockBufferDepth": 2,
  "cts_buffers": 3,
  "area_growth_pct": 14.9,
  "final_core_util": 0.192,
  "hpwl_mm": 1.35,
  "gr-usage-all-layers": 0.0392,
  "place_area_mm2": 0.00117,
  "antenna_found_initial": 0,
  "crit_fanout": 11,
  "cts-root-buf": "clkbuf_8",
  "worst_path_largest_cell_delay_ns": 0.57,
  "rsz0062_at_grt": "no",
  "startpoint": "q[3]"
}
layout make-up:
| type | count | area, um^2 |
|---|---|---|
| fillers | 678 | 5130 |
| multi-input cells | 76 | 488 |
| inverters | 4 | 15.0 |
| flip-flops and latches | 21 | 546 |
| repair buffers | 3 | 27.5 |
| well taps | 77 | 96.3 |
| clock buffers | 4 | 45.0 |
sequential cells by signal, summed over array words and instances (netlist names):
| name | count |
|---|---|
| refresh | 1 |
| q | 20 |
kinds of logic after synthesis:
logic type | synth area share
AOI/OAI and AO/OA | 0.0732
xor gates and xnor gates | 0.0909
adders and majority gates | 0.0236
buffers and inverters | 0.0248
DFF | 0.515
muxes | 0.0106
and+or+nand+nor | 0.262
synth_stat cells (2+ instances only):
| master | instances | area share |
|---|---|---|
| nand2_1 | 13 | 0.046 |
| dfstp_2 | 12 | 0.30 |
| nor2_1 | 11 | 0.039 |
| dfrtp_1 | 8 | 0.19 |
| xor2_1 | 8 | 0.066 |
| nand3_1 | 4 | 0.019 |
| o21ai_0 | 4 | 0.019 |
| inv_1 | 3 | 0.011 |
| or4_1 | 3 | 0.021 |
| xnor2_1 | 3 | 0.025 |
| a21oi_1 | 2 | 0.0094 |
| ha_1 | 2 | 0.024 |
| nand2b_1 | 2 | 0.012 |
| nand4_1 | 2 | 0.012 |
| nor4_1 | 2 | 0.012 |
| nor4_2 | 2 | 0.024 |
| o31ai_1 | 2 | 0.014 |
| or2_2 | 2 | 0.012 |
| or3_1 | 2 | 0.012 |
| or3_4 | 2 | 0.021 |
where the power goes:
part           internal [mW]  switching, mW
clock network         0.0644         0.0579
logic                0.00155        0.00363
registers              0.195      0.0000235
total                  0.261         0.0616
layer usage:
metal,up-vias,GRT usage
met1,333,0.0618
met2,7,0.0491
met5,-,0
li1,373,-
met3,2,0.0173
met4,0,0.00322
worst min-delay path by stage:
stage       to  slack, ns  cells after the start
6_report  q[0]       0.47                      1
4_1_cts   q[0]       0.47                      1
5_1_grt   q[0]       0.48                      1
Power figures rest on the tool's default switching activity, not on a simulated workload.
